$ cat design/flow/run.sh
#!/bin/bash
# OpenROAD 26Q1-2900-gdf79404cd8, Yosys 0.63+post, stock flow scripts
make -C /OpenROAD-flow-scripts/flow DESIGN_CONFIG=/design/flow/config.mk WORK_HOME=/design/flow/orfs finish
$ cat design/flow/config.mk
export PLATFORM = sky130hd
export DESIGN_NAME = controller
export DESIGN_NICKNAME = controller
export VERILOG_FILES = /design/flow/design.v
export SDC_FILE = /design/flow/constraint.sdc
export NUM_CORES = 4
export LEC_CHECK = 1
export CORE_AREA = 10 10 70 70
export DIE_AREA = 0 0 80 80
$ cat design/flow/constraint.sdc
current_design controller

set clk_period 2.0
set clk_io_pct 0.2

create_clock -name clk0 -period $clk_period

set non_clock_inputs [all_inputs -no_clocks]
set_input_delay [expr $clk_period * $clk_io_pct] -clock clk0 $non_clock_inputs
set_output_delay [expr $clk_period * $clk_io_pct] -clock clk0 [all_outputs]
$ cat design/flow/design.v
module controller(
	clk,
	rst,
	opcode,
	func,
	RegDst,
	Jmp,
	DataC,
	Regwrite,
	AluSrc,
	AluSrc1,
	Branch,
	MemRead,
	MemWrite,
	MemtoReg,
	AluOperation,
	NBranch,
	return
	);
	input 				clk,rst;
	input      [5:0] 	opcode,func;
	output reg [1:0]	RegDst,Jmp;
	output reg		    return,DataC,Regwrite,AluSrc,AluSrc1,Branch,NBranch,MemRead,MemWrite,MemtoReg;
	output reg [3:0]    AluOperation;
	always@(opcode,func) begin
		    {RegDst,Jmp,DataC,Regwrite,AluSrc,Branch,MemRead,MemWrite,MemtoReg,AluOperation,AluSrc1,NBranch,return}=0;
			case(opcode) 
				6'b000000: begin
					case(func)
						010000:begin  
							Jmp=2'b10;
						end
						010001:begin  
							RegDst=2'b10;
							DataC=1;
							Regwrite=1;
							Jmp=2'b10;
						end
						001011:begin
							RegDst=2'b01;
							Regwrite=1;
							AluOperation=4'b1000;
						end
						001100:begin
							RegDst=2'b01;
							Regwrite=1;
							AluOperation=4'b1001;
						end
						001101:begin
							RegDst=2'b01;
							Regwrite=1;
							AluOperation=4'b1010;
						end
						default :begin
							RegDst=2'b01;
							Regwrite=1;
							AluOperation=func[3:0];
							if(func[3:2]== 2'b10) AluSrc1 = 1'b1;
						end
					endcase
				 end
				6'b001000: begin
					Regwrite=1;
					AluSrc=1;
					AluOperation=4'b0000;
				 end
				6'b001010: begin
					Regwrite=1;
					AluSrc=1;
					AluOperation=4'b0101;  
				 end
				6'b010111: begin
					Regwrite=1;
					AluSrc=1;
					AluOperation=4'b0000;
					MemRead=1;
					MemtoReg=1;
				 end
				6'b101011: begin
					AluSrc=1;
					AluOperation=4'b0000;
					MemWrite=1;
				 end
				6'b000100: begin
					AluOperation=4'b0001;
					Branch=1;
				 end
				6'b000010: begin
					Jmp=2'b01;
				 end
				6'b000011: begin
					RegDst=2'b10;
					DataC=1;
					Regwrite=1;
					Jmp=2'b01;
				 end
				 6'b001101: begin
					Regwrite=1;
					AluSrc=1;
					AluOperation=4'b0100;
				 end
				 6'b001111: begin
					Regwrite=1;
					AluSrc=1;
					AluOperation=4'b0111;
				 end
				  6'b000101: begin
					AluOperation=4'b0001;
					NBranch=1;
				 end
				  6'b000001: begin
					Regwrite=1;
					AluSrc=1;
					AluOperation=4'b0011;
				 end
				 6'b001101: begin
					Regwrite=1;
					AluSrc=1;
					AluOperation=4'b0100;
				 end
				6'b000111: begin
					Regwrite=1;
					AluSrc=1;
					AluOperation=4'b1111;
				 end
            	6'b010001: begin
                	Regwrite = 1;   
                	MemRead = 1;    
                	MemtoReg = 1;   
            	end
            	6'b010010: begin
                	Jmp = 2'b11;
					return= 1'b1;   
            	end
				6'b010011: begin
                	RegDst=2'b11;
					Regwrite=1;
					AluSrc=1;
					AluOperation=4'b0000;
            	end
			endcase
	end
endmodule
==> impl_metrics.tcl <==
# metrics dict for downstream scripts
set metrics [dict create \
    yosysWarnings 1 \
    ir_drop_v 0.0000954 \
    syn_to_final_growth_pct 154 \
    nClkBuffers 0 \
    wl_um 1940 \
    wl_per_cell_um 12.1 \
    rsz0062_at_grt "yes" \
    postLayoutCoreUtil_pct 28.5 \
    min_period_ns 2.00 \
    grt_max_degree 10 \
    topCellsByArea "buf_2 (9.2%), nor3_1 (9.2%), nor3b_1 (7.8%), a21oi_1 (6.5%), nor2_1 (4.9%)" \
    power.leakage_nw 0.484 \
    fmax_mhz 499 \
    ant_nets 0 \
    critPathTopFamily "buffers and inverters" \
    fin_ws_ns -0.00241 \
    yosys_cells 64 \
    tool_warnings 38 \
    final-setup-viol-count 1 \
    io_buffers 28 \
    chipArea_um2 6400 \
    synth_cells 64 \
    arrival_ns 1.60 \
    gp_congestion 0.844 \
    top_cells_by_count "buf_2 (7), nor3_1 (7), a21oi_1 (5), nor2_1 (5)" \
    path_max_fanout 4 \
    via_per_inst 4.09 \
    cp-start-kind "input port" \
    grt_pass1_vias 706 \
    placed_cells 148 \
    synth_cell_types 32 \
    vias 658 \
    maxCapViolations 0 \
    num_rows 21 \
    drive_gt1_share_pct 53.0 \
    ys_seq_share_pct 0 \
    num_io_pins 32 \
    finalHoldViolations 0 \
    power.density_nw_per_um2 156 \
    core-area_um2 3420 \
    hpwl_um 1290 \
    tns_ns -0.00241 \
    hold_path_startpoint "opcode[5]" \
    worstMarginPinSlew_ns 0.222 \
    fillers 362 \
    violations "setup timing" \
    synth_area_leader_cell "buf_2" \
    post-route-period-util_pct 100 \
    status "finished with violations" \
    slew_violations 0 \
    synth_area_per_cell_um2 5.98 \
    track_usage_pct 5.87 \
    cpMostUsedCell "buf_4" \
    n_sequential_cell 0 \
    synth_top_area_share_pct 9.15 \
    crit_path_end_kind "output port" \
    firstDrtPassIters 2 \
    path_class "input port to output port" \
    grt_pass1_wl_um 3250 \
    dr.first_iter.drc_count 12 \
    crit_start "opcode[0]" \
    ctsHoldBuffers 0 \
    synth_area_um2 383 \
    stdcell_count 161 \
    antenna_found_initial 0 \
    holdCritPathClass "input port to output port" \
    total_power_uw 152 \
    num_antenna_cells 0 \
    drc 0 \
    relSlewSlack_pct 85.1 \
    slowest_delay_ns 0.20 \
    worstPathBufferInverterCount 6 \
    regArea_um2 0 \
    slowest_stage "clkdlybuf4s15_2" \
    fp_util_pct 11.2 \
    yosys_area_um2 383 \
    fin_area_um2 972 \
    path_cells "clkdlybuf4s15_2, buf_6, buf_4, buf_4, buf_4, nor3_2, nor2_1, o21ai_1, clkdlybuf4s15_1" \
    required_ns 1.60 \
    die_w_um 80 \
    overflow 0 \
    place_area_um2 813 \
    die_y_um 80 \
]
-- metal layers --
metal | routed length [µm] | vias up | global-route usage, %
li1 | - | 336 | -
met1 | 967 | 303 | 8.33
met2 | 842 | 19 | 8.99
met3 | 132 | 0 | 1.48
met4 | 0 | 0 | 0.528
met5 | 0 | - | 0
-- worst paths after layout --
check / to / slack (ns) / cells after the start
setup / recovery: AluSrc / -0.002 / 9
hold / removal: Regwrite / 1.23 / 4
-- placed cells by master (no fill, tap or decap), drive strengths merged --
master and instances:
dlymetal6s2s 3, o21ai 2, nand3 2, or2 1, mux2i 1, clkbuf 2
clkdlybuf4s50 2, or2b 1, dlygate4sd2 7, a21oi 5, or3 2, nor3 8
nor3b 4, clkdlybuf4s15 6, a21o 1, nand4b 1, nor2 5, a22oi 1
a31oi 2, nand2 4, xor2 1, o211ai 2, inv 2, nor4 1
a2bb2oi 1, nand2b 1, nor2b 1, or3b 1, a2111o 1, and3 2
buf 41, a21boi 1
-- what timing repair did --
action,4_1_cts,5_1_grt
endpoints found under the setup margin,18,9
pin swaps,16,11
gates cloned,1,0
buffers inserted,15,0
resized,75,12
-- logic make-up after synthesis --
logic type | after synthesis | synth area share (%)
buffers and inverters | 12 | 17.0
AND-OR/OR-AND | 16 | 27.5
multiplexers | 1 | 2.61
XOR/XNOR | 1 | 2.29
AND/OR/NAND/NOR | 34 | 50.7
-- worst min-delay path, delay by kind of cell --
family / cells / cell delay [ns]
buffers and inverters: 3 / 0.38
AND-OR/OR-AND: 1 / 0.04
-- per-stage QoR --
step,setup WS (ns),hold WS [ns]
6_report,-0.00241,1.23
5_1_grt,-0.111,1.25
4_1_cts,-0.0299,1.23
3_5_place_dp,-0.623,1.74
3_3_place_gp,-0.553,1.74
2_1_floorplan,0.432,0.811
-- final cells by class --
type	instances	area [µm²]	area share, %
inverter	2	7.51	0.772
tap	46	57.6	5.92
multi-input combinational	52	403	41.4
timing repair buffer	61	504	51.9
-- power breakdown --
group,switching [mW],internal (mW)
sequential,0,0
combinational,0.0668,0.0852
clock,0,0
Power figures rest on the tool's default switching activity, not on a simulated workload.
